===== design/flow/design.v =====
module lstm_cell_q6_11 #(
    parameter WIDTH = 18,
    parameter FRAC  = 11
)(
    input  wire                     clk,
    input  wire                     rst,
    input  wire signed [WIDTH-1:0]  x_t,
    input  wire signed [WIDTH-1:0]  c_prev,    
    input  wire signed [WIDTH-1:0]  h_prev,    
    input  wire signed [WIDTH-1:0]  W_fx,
    input  wire signed [WIDTH-1:0]  W_fh,
    input  wire signed [WIDTH-1:0]  b_f,
    input  wire signed [WIDTH-1:0]  W_ix,
    input  wire signed [WIDTH-1:0]  W_ih,
    input  wire signed [WIDTH-1:0]  b_i,
    input  wire signed [WIDTH-1:0]  W_gx,
    input  wire signed [WIDTH-1:0]  W_gh,
    input  wire signed [WIDTH-1:0]  b_g,
    input  wire signed [WIDTH-1:0]  W_ox,
    input  wire signed [WIDTH-1:0]  W_oh,
    input  wire signed [WIDTH-1:0]  b_o,
    output reg  signed [WIDTH-1:0]  c_t,
    output reg  signed [WIDTH-1:0]  h_t
);
    wire signed [2*WIDTH-1:0] f_mul_x = x_t    * W_fx;
    wire signed [2*WIDTH-1:0] f_mul_h = h_prev * W_fh;
    wire signed [WIDTH-1:0]   f_pre   = (f_mul_x >>> FRAC) +
                                        (f_mul_h >>> FRAC) + b_f;
    wire signed [2*WIDTH-1:0] i_mul_x = x_t    * W_ix;
    wire signed [2*WIDTH-1:0] i_mul_h = h_prev * W_ih;
    wire signed [WIDTH-1:0]   i_pre   = (i_mul_x >>> FRAC) +
                                        (i_mul_h >>> FRAC) + b_i;
    wire signed [2*WIDTH-1:0] g_mul_x = x_t    * W_gx;
    wire signed [2*WIDTH-1:0] g_mul_h = h_prev * W_gh;
    wire signed [WIDTH-1:0]   g_pre   = (g_mul_x >>> FRAC) +
                                        (g_mul_h >>> FRAC) + b_g;
    wire signed [2*WIDTH-1:0] o_mul_x = x_t    * W_ox;
    wire signed [2*WIDTH-1:0] o_mul_h = h_prev * W_oh;
    wire signed [WIDTH-1:0]   o_pre   = (o_mul_x >>> FRAC) +
                                        (o_mul_h >>> FRAC) + b_o;
    wire signed [WIDTH-1:0] f_gate;    
    wire signed [WIDTH-1:0] i_gate;    
    wire signed [WIDTH-1:0] g_gate;    
    wire signed [WIDTH-1:0] o_gate;    
    sigmoid_lut u_sig_f (.x(f_pre), .y(f_gate));
    sigmoid_lut u_sig_i (.x(i_pre), .y(i_gate));
    sigmoid_lut u_sig_o (.x(o_pre), .y(o_gate));
    tanh_lut    u_tanh_g(.x(g_pre), .y(g_gate));
    wire signed [2*WIDTH-1:0] fC_mul = f_gate * c_prev;
    wire signed [2*WIDTH-1:0] iG_mul = i_gate * g_gate;
    wire signed [WIDTH-1:0] c_new =
        (fC_mul >>> FRAC) + (iG_mul >>> FRAC);
    wire signed [WIDTH-1:0] c_tanh;
    tanh_lut u_tanh_c (.x(c_new), .y(c_tanh));
    wire signed [2*WIDTH-1:0] oC_mul = o_gate * c_tanh;
    wire signed [WIDTH-1:0]   h_new  = oC_mul >>> FRAC;
    always @(posedge clk or posedge rst) begin
        if (rst) begin
            c_t <= 0;
            h_t <= 0;
        end else begin
            c_t <= c_new;   
            h_t <= h_new;   
        end
    end
endmodule
module tanh_lut (
    input  wire signed [17:0] x,
    output reg  signed [17:0] y
);
    localparam signed [17:0] ONE = 18'sd2048;    
    reg signed [17:0] p0,p1,p2,x_clip;
    reg signed [35:0] x2;
    always @* begin
        if (x > 18'sd6144)       x_clip = 18'sd6144;
        else if (x < -18'sd6144) x_clip = -18'sd6144;
        else                     x_clip = x;
        if (x_clip < -18'sd6144) begin
            y = -ONE;
        end
        else if (x_clip < -18'sd2048) begin
            p0 = -18'sd893;   
            p1 =  18'sd884;   
            p2 =  18'sd171;   
            x2 = (x_clip * x_clip) >>> 11;
            y  = p0 + ((p1 * x_clip) >>> 11) + ((p2 * x2) >>> 11);
        end
        else if (x_clip < 0) begin
            p0 =  18'sd14;     
            p1 =  18'sd2256;   
            p2 =  18'sd676;    
            x2 = (x_clip * x_clip) >>> 11;
            y  = p0 + ((p1 * x_clip) >>> 11) + ((p2 * x2) >>> 11);
        end
        else if (x_clip < 18'sd2048) begin
            p0 = -18'sd14;     
            p1 =  18'sd2256;   
            p2 = -18'sd676;    
            x2 = (x_clip * x_clip) >>> 11;
            y  = p0 + ((p1 * x_clip) >>> 11) + ((p2 * x2) >>> 11);
        end
        else if (x_clip < 18'sd6144) begin
            p0 =  18'sd893;   
            p1 =  18'sd884;   
            p2 = -18'sd171;   
            x2 = (x_clip * x_clip) >>> 11;
            y  = p0 + ((p1 * x_clip) >>> 11) + ((p2 * x2) >>> 11);
        end
        else begin
            y = ONE;
        end
    end
endmodule
module sigmoid_lut (
    input  wire signed [17:0] x,
    output reg  signed [17:0] y
);
    localparam signed [17:0] ONE = 18'sd2048;    
    reg signed [17:0] p0,p1,p2,x_clip;
    reg signed [35:0] x2;
    always @* begin
        if (x > 18'sd12288)       x_clip = 18'sd12288;
        else if (x < -18'sd12288) x_clip = -18'sd12288;
        else                      x_clip = x;
        if (x_clip < -18'sd6144) begin
            y = 0;
        end
        else if (x_clip < -18'sd3072) begin
            p0 = 18'sd964;    
            p1 = 18'sd502;    
            p2 = 18'sd71;     
            x2 = (x_clip * x_clip) >>> 11;
            y  = p0 + ((p1 * x_clip) >>> 11) + ((p2 * x2) >>> 11);
        end
        else if (x_clip < 0) begin
            p0 = 18'sd1028;   
            p1 = 18'sd551;    
            p2 = 18'sd75;     
            x2 = (x_clip * x_clip) >>> 11;
            y  = p0 + ((p1 * x_clip) >>> 11) + ((p2 * x2) >>> 11);
        end
        else if (x_clip < 18'sd3072) begin
            p0 = 18'sd1020;   
            p1 = 18'sd551;    
            p2 = -18'sd75;    
            x2 = (x_clip * x_clip) >>> 11;
            y  = p0 + ((p1 * x_clip) >>> 11) + ((p2 * x2) >>> 11);
        end
        else if (x_clip < 18'sd6144) begin
            p0 = 18'sd1084;   
            p1 = 18'sd502;    
            p2 = -18'sd71;    
            x2 = (x_clip * x_clip) >>> 11;
            y  = p0 + ((p1 * x_clip) >>> 11) + ((p2 * x2) >>> 11);
        end
        else begin
            y = ONE;
        end
    end
endmodule

===== design/flow/run.sh =====
#!/bin/bash
# OpenROAD 26Q1-2900-gdf79404cd8, Yosys 0.63+post, stock flow scripts
make -C /OpenROAD-flow-scripts/flow DESIGN_CONFIG=/design/flow/config.mk WORK_HOME=/design/flow/orfs finish

===== design/flow/config.mk =====
export PLATFORM = sky130hd
export DESIGN_NAME = lstm_cell_q6_11
export DESIGN_NICKNAME = lstm_cell_q6_11
export VERILOG_FILES = /design/flow/design.v
export SDC_FILE = /design/flow/constraint.sdc
export NUM_CORES = 4
export LEC_CHECK = 1
export CORE_UTILIZATION = 40

===== design/flow/constraint.sdc =====
current_design lstm_cell_q6_11

set clk_period 1.0
set clk_io_pct 0.2

create_clock -name clk0 -period $clk_period [get_ports {clk}]

set non_clock_inputs [all_inputs -no_clocks]
set_input_delay [expr $clk_period * $clk_io_pct] -clock clk0 $non_clock_inputs
set_output_delay [expr $clk_period * $clk_io_pct] -clock clk0 [all_outputs]

==> metrics.csv <==
metric,value,unit
area_growth,27.6,%
io_pins,308,
drtIter0Drc,6792,
fp.dieH,821,um
finalNonFillerCells,44800,
path_clk_slew,0.09,ns
ys_types,108,
gr-total-overflow,0,
hpwl,731000,um
cts_buffers,5,
cp_slowest_cell,fa_1,
antenna_found_initial,51,
std_cell_rows,300,
cts_tree,yes,
drtPass1Iterations,5,
ant_nets,0,
synth_chip_area,269000,sq um
synth_cells,29400,
grt_start_max_net_pins,43,
yosysWarnings,3,
grt_pass1_wl,1290000,um
synthTopCellsByArea,"fa_1 (46%), ha_1 (19%), inv_1 (11%)",
start_kind,input pin,
warning_count,251,
syn-cell-area,269000,sq um
core-area,668000,sq um
period_needed,47.80,ns
numSynthFlops,36,
hold_violations,0,
finalCritPeriodShare,4780,%
flop_cell,dfrtp_1,
yosys_cells,29400,
vias_per_cell,4.67,
cap_viol_max_count,0,
htreeDepth,2,
top_area_share,45.7,%
outcome,"complete, but fails checks",
max-slew-margin-rel,35.0,%
crit_path_end_kind,flip-flop,
wl_per_cell,17.9,um
num_vias,209000,
grt_pass1_vias,229000,
async_reset_ff_share,100,%
rsz0062_at_grt,true,
port-buffer-count,307,
synth-edff-count,0,
layout-drive-gt1-share,23.1,%
setup_viol,72,
worstSetupPathType,input pin to flip-flop,
cp_common_cell,fa_1,
crit_fanout,7,
chipArea,675000,sq um
track_usage,26.0,%
cts.sink_count,36,
setup_ws,-46.80,ns
hold_buffers,0,
fmax,0.0209,GHz
violations,negative setup slack,
wirelength,802000,um
hold_class,input pin to async pin,
arrival,48.08,ns
required,1.28,ns
place_ws,-48.90,ns
yosys.area.top_type,fa_1,
cts_buffer_depth,2,
whs,0.235,ns
fp_util,40.2,%
gp_congestion,1.01,
placed_cells,44400,
clock-root-buffer,clkbuf_16,
report.final.slew_viol_count,0,
crit_path_max_incr_delay,0.59,ns
n_fill_cell,59900,
ys_seq_share,0.335,%
die_w,821,um
worst_pin_slew,0.975,ns
syn_area_per_cell,9.12,sq um
drc,0,
==> synthesized netlist by cell type, drive strengths merged (17+ instances only) <==
cell	number
xor2	400
o21bai	183
xnor2	1096
inv	8188
a211oi	57
a21o	338
clkbuf	647
nor3	351
buf	62
a21oi	751
nand3	122
o31ai	27
o21a	345
a21boi	21
and4	23
dfrtp	36
nand2	2573
nor2	1061
o211ai	35
nand2b	222
fa	6127
and3	65
nor2b	249
nor4	28
and2	1163
nor3b	17
a31oi	52
ha	4161
nand4	78
a2111oi	29
a221oi	49
o22ai	18
or2	105
xnor3	18
mux2i	17
or3	46
o21ai	371
==> logic make-up (layout without fill, tap and decap cells) <==
group / Yosys count / in the layout / share of synthesized area, %
flip-flops: 36 / 36 / 0.335
other: 2 / 43 / 0.00280
multiplexers: 23 / 23 / 0.0932
adder cells (fa/ha/maj): 10300 / 10300 / 65.1
AND/OR/NAND/NOR: 6154 / 6154 / 10.8
buffers and inverters: 8909 / 15300 / 12.5
XOR/XNOR: 1517 / 1517 / 5.07
AND-OR/OR-AND: 2509 / 2509 / 6.16
==> metrics by stage <==
step           instance area (sq um)  utilization, %   TNS, ns
2_1_floorplan                 272000               -  -1249.88
3_3_place_gp                  334000            49.9  -1364.97
3_5_place_dp                  334000            49.9  -1359.59
4_1_cts                       339000            50.7  -1295.66
5_1_grt                       343000            51.3  -1351.69
6_report                      343000            51.3  -1292.49
==> worst max path at each step <==
stage / start / to / slack (ns) / cells after the start
CTS: h_prev[6] / h_t[17]$_DFF_PP0_ / -46.60 / 236
global route: W_ih[11] / h_t[17]$_DFF_PP0_ / -49.01 / 231
finish: W_gx[0] / h_t[17]$_DFF_PP0_ / -46.80 / 224
==> state kept, by name, summed over array words and instances, names as in the netlist <==
name  count
h_t      18
c_t      18
==> critical path, delay by kind of cell <==
| kind | cells | cell delay, ns |
|---|---|---|
| XOR/XNOR | 19 | 3.68 |
| adder cells (fa/ha/maj) | 54 | 22.28 |
| buffers and inverters | 43 | 3.99 |
| multiplexers | 1 | 0.31 |
| AND-OR/OR-AND | 63 | 11.44 |
| AND/OR/NAND/NOR | 44 | 6.04 |
==> repair_timing <==
item                        CTS  global route
setup endpoints to repair    72            72
setup buffers               197           120
pin swaps                   470           412
gates resized              1008           585
cloned                       14             4
==> layout make-up <==
type,instances,area (sq um),area share (%)
Timing Repair Buffer,7076,57500,16.8
Clock buffer,5,125,0.0365
Clock inverter,3,42.5,0.0124
Multi-Input combinational cell,20500,242000,70.6
Inverter,8200,30900,9.02
Sequential cell,36,901,0.263
Antenna cell,33,82.6,0.0241
Tap cell,8909,11100,3.25
==> layout by cell type, fill, tap and decap left out, types with 74 or more instances in the layout <==
master           count
or2_2               78
a21o_1             338
nor2_2              74
and2_1            1121
buf_6              213
inv_1             8027
nor3_1             326
clkdlybuf4s50_1    152
nand2_1           2497
nor2_1             935
o21bai_1           165
nand3_1            114
xnor2_1           1012
ha_4               213
ha_1              3912
xor2_1             368
nand2b_1           220
o21ai_0            286
nor2b_1            231
buf_4             6328
fa_1              6062
a21oi_2            126
inv_2              142
o21a_1             343
a21oi_1            593
buf_12             217
nand4_1             78
==> metal layers <==
metal  GRT usage [%]  routed length, um  vias up
met3            10.4              76800      804
li1                -                  -   101000
met1            35.6             325000   102000
met5          0.0706                132        -
met2            40.9             377000     4877
met4            5.20              22600       24
