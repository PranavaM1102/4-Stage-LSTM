==> /design/flow/design.v <==
module lfp_mult_e3m4_fig3 (
    input  wire [7:0] x1,    
    input  wire [7:0] x2,    
    output wire [8:0] y      
);
    wire s1 = x1[7];
    wire s2 = x2[7];
    wire sy = s1 ^ s2;
  wire [6:0] p1 = x1[6:0];
  wire [6:0] p2 = x2[6:0];
    wire v1, v2;
  lfp_log4 log1 (.x(x1[3:0]), .v(v1));
  lfp_log4 log2 (.x(x2[3:0]), .v(v2));
    wire [7:0] y_a;
  assign y_a = p1 + p2 + v1 + v2 ;
    wire v_out;
  lfp_antilog4 antilog (.x(y_a[3:0]), .v(v_out));
  wire [3:0] m_out = y_a[3:0] - v_out;
    assign y = (x1[6:4] == 0 || x2[6:4] == 0) ? 9'b0 :
               {sy, y_a[7:4], m_out};
endmodule
module lfp_antilog4 (
    input  wire [3:0] x,
    output wire       v
);
  wire vbar = ((~x[3] & ~x[2] & ~x[1]) | ( x[3] &  x[2] &  x[1] & x[0]));
  assign v = ~vbar;
endmodule
module lfp_log4 (
    input  wire [3:0] x,
    output wire       v
);
  wire vbar = ((~x[3] & ~x[2] & ~x[1]) | ( x[3] &  x[2] &  x[1] & x[0]));
  assign v = ~vbar;
endmodule
==> /design/flow/constraint.sdc <==
current_design lfp_mult_e3m4_fig3

set clk_period 7.1
set clk_io_pct 0.2

create_clock -name clk0 -period $clk_period

set non_clock_inputs [all_inputs -no_clocks]
set_input_delay [expr $clk_period * $clk_io_pct] -clock clk0 $non_clock_inputs
set_output_delay [expr $clk_period * $clk_io_pct] -clock clk0 [all_outputs]
==> /design/flow/config.mk <==
export PLATFORM = sky130hd
export DESIGN_NAME = lfp_mult_e3m4_fig3
export DESIGN_NICKNAME = lfp_mult_e3m4_fig3
export VERILOG_FILES = /design/flow/design.v
export SDC_FILE = /design/flow/constraint.sdc
export NUM_CORES = 4
export LEC_CHECK = 1
export CORE_AREA = 10 10 77 77
export DIE_AREA = 0 0 87 87
==> /design/flow/run.sh <==
#!/bin/bash
# OpenROAD 26Q1-2900-gdf79404cd8, Yosys 0.63+post, stock flow scripts
make -C /OpenROAD-flow-scripts/flow DESIGN_CONFIG=/design/flow/config.mk WORK_HOME=/design/flow/orfs finish
==> impl_metrics.ini <==
; generated from flow reports
[final_layout]
area_growth_pct = 61.1
flops = 0
nClkBuffers = 0
fillers = 485
drive_above_1_share = 0.0330
regArea_sq_um = 0

[global_routing]
grt_max_degree = 10
grt_pass1_wl_mm = 2.60
gr-total-overflow = 0
track_usage = 0.0395
grt_pass1_vias = 602
antenna_found_initial = 0

[routing]
ant_nets = 0
dr.pass1.iters = 3
first_iter_violations = 18
wl_per_cell_um = 10.4
vias = 561
drt-total-wl_mm = 1.49
antennaDiodeCount = 0
vias_per_cell = 3.92
drc = 0

[worst_setup_path]
critical_path.endpoint_type = output port
crit_buf_inv = 3
crit_start = x2[2]
path_class = in2out
worstPathArrival_ps = 4820
cp_slowest_cell = fa_1
crit_fanout = 6
start_kind = input pin
cpPeakStageDelay_ps = 490
critPathTopFamily = adder cells
worstPathRequired_ps = 5680
cp_cell_sequence = clkdlybuf4s50_1, o31a_1, fa_1, ha_1, inv_1, fa_1, xor2_1, a31oi_1, ha_1, xor2_1, nor2_1, clkdlybuf4s50_1

[logic_synthesis]
ys_cells = 65
ys_area_sq_um = 528
ys_top_cells_by_count = ha_1, nor2_1, o21a_1, xor2_1
synth_warnings = 0
ys_seq_frac = 0
top_cell = ha_1
netlist_area_sq_um = 528
yosysUniqueCellTypes = 25
syn_inst = 65
netlist.area_leader.share = 0.332
area_leaders = ha_1, fa_1, o21a_1
synth_area_per_cell_sq_um = 8.12
yosysTopAreaCell = ha_1

[clock_network]
cts_resized = 0
holdBufCountCts = 0
postCtsSetupRepairBufs = 0

[final_timing]
finalMaxSlewViolations = 0
fin_crit_sh = 0.879
rsz0062_at_grt = false
fmax_mhz = 160
whs_ps = 3820
tightestPinTransition_ps = 447
setup_tns_ps = 0
fin_crit_ps = 6240
relSlewSlack = 0.701
finalHoldViolCount = 0
setup_viol = 0

[power_and_ir_drop]
total_power_mw = 0.115
peakVddDrop_mv = 0.0313
p_leak_nw = 0.350
pwr-share-seq = 0
intPower_mw = 0.0688
netSwitchingFraction = 0.399
combinationalPowerShare = 1.000
switchingPower_mw = 0.0457
powerDensity_mw_per_mm2 = 135
pwr-share-clk = 0

[floorplanning]
initial_core_util = 0.121
rows = 24
io_pins = 25
die_h_um = 87
die_x_um = 87
core-area_sq_mm = 0.00435
chipArea_sq_mm = 0.00757

[place]
gp_congestion = 0.774
dp_hpwl_mm = 1.33
io_buffer_count = 25

[hold_path]
holdCritStartpoint = x1[7]
min_path_type = in2out

[flow_run]
warning_count = 32
maxCapViolCount = 0

[status]
status = completed
## routing by layer
| layer | global-route usage | share of wire | up-vias |
|---|---|---|---|
| met4 | 0 | 0 | 0 |
| met5 | 0 | 0 | - |
| met3 | 0.0104 | 0.10 | 0 |
| met2 | 0.0753 | 0.47 | 13 |
| li1 | - | - | 304 |
| met1 | 0.0448 | 0.43 | 244 |
## through the flow
step	instances	setup slack (ps)	area [sq um]	util
final	143	858	851	0.195
after global routing	143	639	851	0.195
after CTS	143	835	851	0.195
after detailed placement	143	850	851	0.195
after global placement	143	855	851	0.195
after floorplan	65	2000	528	-
## cell type report
class | count | area (sq um) | share of cell area
multi-input cells | 62 | 517 | 0.607
repair buffers | 26 | 258 | 0.303
inverters | 3 | 11.3 | 0.0132
well taps | 52 | 65.1 | 0.0765
## final timing paths
path              endpoint  cells past startpoint
setup / recovery      y[2]                     12
hold / removal        y[8]                      4
## power groups by stage
stage | Sequential (mW) | Combinational [mW] | Clock, mW
finish | 0 | 0.115 | 0
CTS | 0 | 0.119 | 0
global route | 0 | 0.132 | 0
## logic make-up after synthesis
kind of cell,synth area share
AND-OR/OR-AND,0.261
buffers and inverters,0.0213
XOR/XNOR,0.0995
AND/OR/NAND/NOR,0.211
adder cells (fa/ha/maj),0.408
## cell usage in the layout, fill, tap and decap left out, drive strengths merged, types with 2 or more instances in the layout
cell            n
nor2            7
nand2           2
clkdlybuf4s50  25
o21a            5
a31oi           2
xnor2           2
fa              2
o22ai           2
o31a            3
or3             2
inv             3
nand4           3
ha             14
or2             2
nor3            3
xor2            4
Power is estimated from default activity; no workload was simulated.
